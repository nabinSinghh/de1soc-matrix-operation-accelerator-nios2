==> flow/design.v <==
module mat_mul_sub_add_all_parallel_16bit(
    input logic clk,
    input logic reset,
    input logic chipselect,
    input logic read,
    input logic write,
    input logic [7:0] address,   
    input logic [31:0] writedata,
    output logic [31:0] readdata
);
logic start_bit; 
logic busy_bit;     
logic done_bit;     
logic signed [15:0] A [0:15];  
logic signed [15:0] B [0:15];
logic signed [31:0] SUM [0:15];   
logic signed [31:0] DIFF [0:15];   
logic signed [31:0] PROD [0:15];  
logic signed [63:0] prod_accum [0:15];   
typedef enum logic [1:0] {LOAD_AB, RUN, DONE} state_t;
state_t state, nextstate;
logic [2:0] k;  
always_ff @(posedge clk or posedge reset) 
    begin
        if (reset) 
        begin
            start_bit <= 1'b0;
            busy_bit <= 1'b0;
            done_bit <= 1'b0;
            state <= LOAD_AB;
            k <= 3'd0;
            for (int idx = 0; idx < 16; idx++) 
            begin
                A[idx] <= 16'd0;
                B[idx] <= 16'd0;
                SUM[idx] <= 32'd0;
                DIFF[idx] <= 32'd0;
                PROD[idx] <= 32'd0;
                prod_accum[idx] <= 64'd0;
            end
        end else begin
            state <= nextstate;
            if (chipselect && write) 
            begin
                case (address)
                    8'd0: A[0] <= writedata[15:0];
                    8'd1: A[1] <= writedata[15:0];
                    8'd2: A[2] <= writedata[15:0];
                    8'd3: A[3] <= writedata[15:0];
                    8'd4: A[4] <= writedata[15:0];
                    8'd5: A[5] <= writedata[15:0];
                    8'd6: A[6] <= writedata[15:0];
                    8'd7: A[7] <= writedata[15:0];
                    8'd8: A[8] <= writedata[15:0];
                    8'd9: A[9] <= writedata[15:0];
                    8'd10: A[10] <= writedata[15:0];
                    8'd11: A[11] <= writedata[15:0];
                    8'd12: A[12] <= writedata[15:0];
                    8'd13: A[13] <= writedata[15:0];
                    8'd14: A[14] <= writedata[15:0];
                    8'd15: A[15] <= writedata[15:0];
                    8'd16: B[0] <= writedata[15:0];
                    8'd17: B[1] <= writedata[15:0];
                    8'd18: B[2] <= writedata[15:0];
                    8'd19: B[3] <= writedata[15:0];
                    8'd20: B[4] <= writedata[15:0];
                    8'd21: B[5] <= writedata[15:0];
                    8'd22: B[6] <= writedata[15:0];
                    8'd23: B[7] <= writedata[15:0];
                    8'd24: B[8] <= writedata[15:0];
                    8'd25: B[9] <= writedata[15:0];
                    8'd26: B[10] <= writedata[15:0];
                    8'd27: B[11] <= writedata[15:0];
                    8'd28: B[12] <= writedata[15:0];
                    8'd29: B[13] <= writedata[15:0];
                    8'd30: B[14] <= writedata[15:0];
                    8'd31: B[15] <= writedata[15:0];
                    8'd80: begin
                        start_bit <= writedata[0];
                    end
                    default: ;
                endcase
            end
            case (state)
                LOAD_AB: 
                begin
                    busy_bit <= 1'b0;  
                    if (start_bit) 
                    begin
                        busy_bit <= 1'b1;
                        done_bit <= 1'b0;
                        k <= 3'd0;
                        SUM[0] <= A[0] + B[0];
                        SUM[1] <= A[1] + B[1];
                        SUM[2] <= A[2] + B[2];
                        SUM[3] <= A[3] + B[3];
                        SUM[4] <= A[4] + B[4];
                        SUM[5] <= A[5] + B[5];
                        SUM[6] <= A[6] + B[6];
                        SUM[7] <= A[7] + B[7];
                        SUM[8] <= A[8] + B[8];
                        SUM[9] <= A[9] + B[9];
                        SUM[10] <= A[10] + B[10];
                        SUM[11] <= A[11] + B[11];
                        SUM[12] <= A[12] + B[12];
                        SUM[13] <= A[13] + B[13];
                        SUM[14] <= A[14] + B[14];
                        SUM[15] <= A[15] + B[15];
                        DIFF[0] <= A[0] - B[0];   
                        DIFF[1] <= A[1] - B[1];
                        DIFF[2] <= A[2] - B[2];
                        DIFF[3] <= A[3] - B[3];
                        DIFF[4] <= A[4] - B[4];
                        DIFF[5] <= A[5] - B[5];
                        DIFF[6] <= A[6] - B[6];
                        DIFF[7] <= A[7] - B[7];
                        DIFF[8] <= A[8] - B[8];
                        DIFF[9] <= A[9] - B[9];
                        DIFF[10] <= A[10] - B[10];
                        DIFF[11] <= A[11] - B[11];
                        DIFF[12] <= A[12] - B[12];
                        DIFF[13] <= A[13] - B[13];
                        DIFF[14] <= A[14] - B[14];
                        DIFF[15] <= A[15] - B[15];
                        prod_accum[0] <= 64'd0;   
                        prod_accum[1] <= 64'd0;   
                        prod_accum[2] <= 64'd0;  
                        prod_accum[3] <= 64'd0;  
                        prod_accum[5] <= 64'd0;  
                        prod_accum[4] <= 64'd0;  
                        prod_accum[6] <= 64'd0;  
                        prod_accum[7] <= 64'd0;
                        prod_accum[8] <= 64'd0;
                        prod_accum[9] <= 64'd0;
                        prod_accum[10] <= 64'd0;
                        prod_accum[11] <= 64'd0;
                        prod_accum[12] <= 64'd0;
                        prod_accum[13] <= 64'd0;
                        prod_accum[14] <= 64'd0;
                        prod_accum[15] <= 64'd0;
                        start_bit <= 1'b0;
                    end
                end
                RUN: 
                begin
                    if (k != 3'd4)   
                    begin
                        prod_accum[0]  <= prod_accum[0]  + (A[k] * B[(k*4) + 0]);  
                        prod_accum[1]  <= prod_accum[1]  + (A[k] * B[(k*4) + 1]);  
                        prod_accum[2]  <= prod_accum[2]  + (A[k] * B[(k*4) + 2]);  
                        prod_accum[3]  <= prod_accum[3]  + (A[k] * B[(k*4) + 3]);  
                        prod_accum[4]  <= prod_accum[4]  + (A[4 + k] * B[(k*4) + 0]);  
                        prod_accum[5]  <= prod_accum[5]  + (A[4 + k] * B[(k*4) + 1]);  
                        prod_accum[6]  <= prod_accum[6]  + (A[4 + k] * B[(k*4) + 2]);  
                        prod_accum[7]  <= prod_accum[7]  + (A[4 + k] * B[(k*4) + 3]);  
                        prod_accum[8]  <= prod_accum[8]  + (A[8 + k] * B[(k*4) + 0]);  
                        prod_accum[9]  <= prod_accum[9]  + (A[8 + k] * B[(k*4) + 1]);  
                        prod_accum[10] <= prod_accum[10] + (A[8 + k] * B[(k*4) + 2]);  
                        prod_accum[11] <= prod_accum[11] + (A[8 + k] * B[(k*4) + 3]);  
                        prod_accum[12] <= prod_accum[12] + (A[12 + k] * B[(k*4) + 0]);  
                        prod_accum[13] <= prod_accum[13] + (A[12 + k] * B[(k*4) + 1]);  
                        prod_accum[14] <= prod_accum[14] + (A[12 + k] * B[(k*4) + 2]);  
                        prod_accum[15] <= prod_accum[15] + (A[12 + k] * B[(k*4) + 3]);  
                        k <= k + 3'd1;   
                    end else 
                    begin
                        PROD[0] <= prod_accum[0][31:0];
                        PROD[1] <= prod_accum[1][31:0];
                        PROD[2] <= prod_accum[2][31:0];
                        PROD[3] <= prod_accum[3][31:0];
                        PROD[4] <= prod_accum[4][31:0];
                        PROD[5] <= prod_accum[5][31:0];
                        PROD[6] <= prod_accum[6][31:0];
                        PROD[7] <= prod_accum[7][31:0];
                        PROD[8] <= prod_accum[8][31:0];
                        PROD[9] <= prod_accum[9][31:0];
                        PROD[10] <= prod_accum[10][31:0];
                        PROD[11] <= prod_accum[11][31:0];
                        PROD[12] <= prod_accum[12][31:0];
                        PROD[13] <= prod_accum[13][31:0];
                        PROD[14] <= prod_accum[14][31:0];
                        PROD[15] <= prod_accum[15][31:0];
                        busy_bit <= 1'b0;   
                        done_bit <= 1'b1;   
                        k <= 3'd0;
                    end
                end
                DONE: begin
                end
                default: ;
            endcase
        end
    end
    always_comb begin
        nextstate = state;
        case (state)
            LOAD_AB: begin
                if (start_bit)
                    nextstate = RUN;
            end
            RUN: begin
                if (k == 3'd4)
                    nextstate = DONE;
            end
            DONE: begin
                if (start_bit)
                    nextstate = LOAD_AB;
            end
        endcase
    end
    always_comb begin
        readdata = 32'd0;
        if (chipselect && read) 
        begin
            case (address)
                8'd32: readdata = SUM[0];
                8'd33: readdata = SUM[1];
                8'd34: readdata = SUM[2];
                8'd35: readdata = SUM[3];
                8'd36: readdata = SUM[4];
                8'd37: readdata = SUM[5];
                8'd38: readdata = SUM[6];
                8'd39: readdata = SUM[7];
                8'd40: readdata = SUM[8];
                8'd41: readdata = SUM[9];
                8'd42: readdata = SUM[10];
                8'd43: readdata = SUM[11];
                8'd44: readdata = SUM[12];
                8'd45: readdata = SUM[13];
                8'd46: readdata = SUM[14];
                8'd47: readdata = SUM[15];
                8'd48: readdata = DIFF[0];
                8'd49: readdata = DIFF[1];
                8'd50: readdata = DIFF[2];
                8'd51: readdata = DIFF[3];
                8'd52: readdata = DIFF[4];
                8'd53: readdata = DIFF[5];
                8'd54: readdata = DIFF[6];
                8'd55: readdata = DIFF[7];
                8'd56: readdata = DIFF[8];
                8'd57: readdata = DIFF[9];
                8'd58: readdata = DIFF[10];
                8'd59: readdata = DIFF[11];
                8'd60: readdata = DIFF[12];
                8'd61: readdata = DIFF[13];
                8'd62: readdata = DIFF[14];
                8'd63: readdata = DIFF[15];
                8'd64: readdata = PROD[0];
                8'd65: readdata = PROD[1];
                8'd66: readdata = PROD[2];
                8'd67: readdata = PROD[3];
                8'd68: readdata = PROD[4];
                8'd69: readdata = PROD[5];
                8'd70: readdata = PROD[6];
                8'd71: readdata = PROD[7];
                8'd72: readdata = PROD[8];
                8'd73: readdata = PROD[9];
                8'd74: readdata = PROD[10];
                8'd75: readdata = PROD[11];
                8'd76: readdata = PROD[12];
                8'd77: readdata = PROD[13];
                8'd78: readdata = PROD[14];
                8'd79: readdata = PROD[15];
                8'd81: readdata = {30'd0, busy_bit, done_bit};
                default: readdata = 32'd0;
            endcase
        end
    end
endmodule
==> flow/run.sh <==
#!/bin/bash
# OpenROAD 26Q1-2900-gdf79404cd8, Yosys 0.63+post, stock flow scripts
make -C /OpenROAD-flow-scripts/flow DESIGN_CONFIG=/design/flow/config.mk WORK_HOME=/design/flow/orfs finish
==> flow/config.mk <==
export PLATFORM = sky130hd
export DESIGN_NAME = mat_mul_sub_add_all_parallel_16bit
export DESIGN_NICKNAME = mat_mul_sub_add_all_parallel_16bit
export VERILOG_FILES = /design/flow/design.v
export SDC_FILE = /design/flow/constraint.sdc
export NUM_CORES = 4
export LEC_CHECK = 1
export CORE_UTILIZATION = 40
==> flow/constraint.sdc <==
current_design mat_mul_sub_add_all_parallel_16bit

set clk_period 25.5
set clk_io_pct 0.2

create_clock -name clk0 -period $clk_period [get_ports {clk}]

set non_clock_inputs [all_inputs -no_clocks]
set_input_delay [expr $clk_period * $clk_io_pct] -clock clk0 $non_clock_inputs
set_output_delay [expr $clk_period * $clk_io_pct] -clock clk0 [all_outputs]
==> flow_summary_export.csv <==
group,metric,value,unit
floorplanning,row_count,304,
layout,drive_above_1_share,0.0975,
layout,final_util,0.441,
global_route,gr-total-overflow,0,
routing,wl,1320000,µm
floorplanning,floorplan.core_util,0.402,
floorplanning,die_w,832,µm
clocking,cts-root-buf,"clkbuf_16",
layout,areaGrowthSynthToFinish,9.81,%
critical_path,crit_fanout,18,
layout,fin_area,303000,µm²
logic_synthesis,synthCells,29400,
floorplanning,io_pins,77,
logic_synthesis,yosys.area.top_type,"fa_1",
logic_synthesis,ys_cells,29400,
logic_synthesis,yosys_most_used_dff,"dfrtp_1",
critical_path,endpoint_kind,"output port",
floorplanning,coreArea,686000,µm²
global_route,antenna_found_initial,113,
critical_path,r2r_start,"k[2]",
final_timing,finalCritPeriodShare,0.631,
floorplanning,dieArea,692000,µm²
outcome,status,"finished clean",
pwr,pwr-share-comb,0.139,
place,dp_hpwl,1040000,µm
logic_synthesis,synth.top_cell.area_share,0.342,
critical_path,reg2reg_to,"prod_accum[1][30]",
logic_synthesis,area_leaders,"fa_1, dfrtp_1, ha_1",
pwr,p_sw,2.96,mW
place,port_buffers,60,
pwr,p_total,9.34,mW
final_timing,clock_skew,93.7,ps
critical_path,arrival,10990,ps
routing,wl_per_cell,34.1,µm
global_route,track_usage,0.412,
place,place_congestion,1.08,
final_timing,drv_slew,0,
logic_synthesis,ys_area,276000,µm²
pwr,p_per_area,30.9,nW/µm²
clocking,cts.sinks,2073,
min_path,min_path_type,"reg -> reg",
clocking,cts_max_level,5,
critical_path,path_class,"in -> out",
final_timing,grt_setup_unrepaired,"false",
clocking,post_cts_resized,0,
logic_synthesis,yosys_warnings,7,
logic_synthesis,synth-edff-count,0,
global_route,grt_start_max_net_pins,146,
pwr,seq_power_share,0.360,
logic_synthesis,ys_types,97,
place,place_worst_setup_slack,9840,ps
critical_path,r2r_cells,29,
clocking,cts_buffers,299,
clocking,worstSkewPairLatency,1090,ps
pwr,sw_frac_of_total,0.317,
final_timing,hold_slack,474,ps
global_route,grt_pass1_wl,1830000,µm
clocking,cts.clk_slew.worst_paths,60,ps
pwr,power_leakage,155,nW
logic_synthesis,async_reset_ff_frac,1.00,
final_timing,finalSetupViolations,0,
final_timing,setup_slack,9410,ps
pwr,peakVddDrop,0.0489,mV
critical_path,crit_path_start_kind,"primary input",
clocking,hold_buffers,0,
critical_path,critical_path.endpoint,"readdata[2]",
critical_path,crit_start,"address[4]",
place,place_area,292000,µm²
pwr,internal-power,6.38,mW
final_timing,timing_hold_violations_final,0,
final_timing,layout_min_cycle_time,16090,ps
final_timing,max_slew.worst_pin.slew,1420,ps
layout,nFillCells,65100,
floorplanning,die_h,832,µm
clocking,tritoncts,"built",
final_timing,fmaxAchievable,62.1,MHz
routing,first_iter_violations,16200,
layout,fin_cells,38800,
logic_synthesis,ys_seq_share,0.188,
routing,via_per_inst,5.52,
routing,first_pass_iters,11,
routing,drc_errors,0,
job,drv_cap,0,
place,placed_cells,38100,
logic_synthesis,numSynthFlops,2073,
job,warnings,315,
clocking,cts_setup_buffers,0,
critical_path,crit_required,20400,ps
logic_synthesis,syn-cell-area,276000,µm²
logic_synthesis,synth_area_per_cell,9.38,µm²
routing,num_vias,214000,
clocking,clockBufferDepth,4,
routing,ant_nets,0,
final_timing,timing.setup.tns,0,ps
final_timing,relSlewSlack,0.0541,
critical_path,rrSetupSlack,13430,ps
global_route,grt_pass1_vias,220000,
pwr,power_frac_clock,0.501,
## kinds of logic (layout without fill, tap and decap cells)
| group | Yosys count | after routing | synth area share |
|---|---|---|---|
| buffers and inverters | 7324 | 7436 | 0.0999 |
| and+or+nand+nor | 7107 | 7107 | 0.105 |
| adders and majority gates | 6791 | 6791 | 0.437 |
| AOI/OAI and AO/OA | 4041 | 4041 | 0.0958 |
| DFF | 2073 | 2073 | 0.188 |
| muxes | 1073 | 1073 | 0.0438 |
| xor gates and xnor gates | 965 | 965 | 0.0307 |
| other | 0 | 129 | 0 |
## cell usage after synthesis (all sizes together), types with 143 or more instances
cell	count
xnor2	651
clkbuf	1253
fa	4704
xor2	314
a21o	217
o21bai	170
mux2	1058
nand2	3508
inv	5881
ha	2087
nor2	2580
a22o	187
a22oi	340
and3	147
a21oi	753
nand3	156
o31ai	143
dfrtp	2072
nor2b	145
o21ai	1293
a221oi	163
buf	180
nor3	162
## final cells by class
type	count	area [µm²]	area share
multi-input combinational	20000	198000	0.656
sequential	2073	51900	0.171
inverter	5891	22100	0.0731
tap	9180	11500	0.0380
clock buffer	407	8520	0.0282
timing repair buffer	1001	7930	0.0262
clock inverter	137	1970	0.00652
antenna	129	323	0.00107
## power by group through the flow
stage     Combinational, mW  Sequential (mW)  Clock, mW
6_report               1.30             3.36       4.68
5_1_grt                1.37             3.36       4.83
4_1_cts                1.27             3.36       4.73
## critical path, cell delays in order
cell,delay (ps)
clkdlybuf4s50_1,460
buf_4,430
nand3b_1,180
buf_4,460
buf_4,550
nor2_4,280
buf_4,360
a22o_1,290
a221oi_1,750
nand4_1,370
nor4_1,850
a21oi_1,340
clkdlybuf4s50_1,490
## sequential cells by signal, summed over array words and instances, names as in the netlist, 2 cells and up, named ones only
name / flops
PROD: 512
prod_accum: 512
DIFF: 263
state: 2
A: 256
B: 256
SUM: 265
k: 3
## cell usage in the layout (no fill, tap or decap), drive strengths merged, types with 170 or more instances in the layout
master,n
o21bai,170
inv,5896
buf,941
nand2,3508
fa,4704
o21ai,1293
clkbuf,407
nor2,2580
xnor2,651
ha,2087
a21oi,753
a22o,187
xor2,314
mux2,1058
dfrtp,2072
a21o,217
a22oi,340
## how the worst min path moves through the flow
stage | startpoint | end | slack (ps) | cells after the start
CTS | SUM[14][9] | SUM[14][9] | 470 | 2
global route | DIFF[5][10] | DIFF[5][10] | 490 | 2
finish | SUM[14][9] | SUM[14][9] | 470 | 2
## per-layer routing
metal | vias to the layer above | wire length [µm] | global-route usage
li1 | 91600 | - | -
met1 | 108000 | 481000 | 0.530
met2 | 12300 | 518000 | 0.526
met3 | 2609 | 197000 | 0.244
met4 | 106 | 125000 | 0.278
met5 | - | 2490 | 0.0311
Power and IR drop assume default switching activity.
